File: flow/constraint.sdc
current_design ledflash

set clk_period 6.4
set clk_io_pct 0.2

create_clock -name clk0 -period $clk_period [get_ports {mclk}]

set non_clock_inputs [all_inputs -no_clocks]
set_input_delay [expr $clk_period * $clk_io_pct] -clock clk0 $non_clock_inputs
set_output_delay [expr $clk_period * $clk_io_pct] -clock clk0 [all_outputs]
File: flow/run.sh
#!/bin/bash
# OpenROAD 26Q1-2900-gdf79404cd8, Yosys 0.63+post, stock flow scripts
make -C /OpenROAD-flow-scripts/flow DESIGN_CONFIG=/design/flow/config.mk WORK_HOME=/design/flow/orfs finish
File: flow/design.v
	module clkDivider(clk,reset,clkDivOut);
   input clk,reset;
   output clkDivOut;
	reg[30:0] counter;
	 always @(posedge clk or posedge reset)
	 begin
	 if(reset)
	 counter<=30'd0;
	  else
		if(counter==30'd250000)
		counter<=30'd0;
		else
		counter<=counter+1;
		end
assign clkDivOut = (counter == 30'd250000);
endmodule
`timescale 1ns / 1ps
module ledflash(
    input mclk,
    input rs,
    output reg led
    );
	 wire clkDivOut;
	 clkDivider clky (
    .clk(mclk), 
    .reset(rs), 
    .clkDivOut(clkDivOut)
    );
	always @(posedge clkDivOut or posedge rs)
	begin
		if (rs)
			begin
			led <=0;
			end
		else
			begin
			led <= ~led;
			end
	end
endmodule
File: flow/config.mk
export PLATFORM = sky130hd
export DESIGN_NAME = ledflash
export DESIGN_NICKNAME = ledflash
export VERILOG_FILES = /design/flow/design.v
export SDC_FILE = /design/flow/constraint.sdc
export NUM_CORES = 4
export LEC_CHECK = 1
export CORE_AREA = 10 10 114 114
export DIE_AREA = 0 0 124 124
==> Slide: Implementation Results <==
Run Summary

Clocking
  • H-tree levels: 2
  • CTS clk-pin slew, worst paths: 0.07 ns
  • Deepest clock path buffer count: 2
  • TritonCTS Buffers: 5
  • Clock root buffer: clkbuf_8
  • # resized after CTS: 0
  • Post CTS Setup Buffer Count: 0
  • Latency at later pin: 0.28 ns
  • CTS Hold Buffers Added: 0
  • CTS tree: done

Synth
  • Average cell area after synthesis: between 10 and 15 um2
  • Commonest flop: dfrtp_1
  • Synth cell types: 34
  • Yosys top cell area share: 46.9%
  • Commonest cells post-synth: 31 x dfrtp_1, 14 x xnor2_1, 13 x nor2_1
  • Post-synth ARST share: ~100%
  • Top-count cell post-synth: dfrtp_1
  • EDFF count, synth: 0
  • Post-synth area hogs: dfrtp_1 47%, xnor2_1 7.4%, xor2_1 5.8%
  • Synthesized flop and latch total: 32
  • Post-synth area from yosys stat: 1650 um2
  • Synthesized area: approximately 1700 um2
  • Syn. warnings: 2
  • Cell taking the most area after synthesis: dfrtp_1
  • Ys cells: about 160
  • Gate Count Post-Synth: 156
  • Register share after synthesis: ~48%

Critical path
  • CP arrival: 2.20 ns
  • Slowest cell on crit path: or4_4
  • Max stage delay on crit path: 0.50 ns
  • R2R Path End: clky.counter[20]$_DFF_PP0_
  • Crit path launch type: flip-flop
  • Crit path kind: reg2reg
  • Reg2reg start: clky.counter[0]$_DFF_PP0_
  • Worst reg-to-reg path cell count: 5
  • Max Fanout on Critical Path: 8
  • Critical path, cell by cell: ha_1 -> nand3_1 -> or3_4 -> or4_4 -> xnor2_2
  • Required time worst endpoint: 6.56 ns
  • Endpoint class of the critical path: flip-flop
  • Worst R2R Setup Slack: ~4.4 ns

Routing
  • Drt wl/cell: 10.5 um
  • Routed Wire Length: between 3000 and 4000 um
  • DRC violation count after routing: 0
  • WL met2: around 1400 um
  • Met1 WL: roughly 1700 um
  • Met3 WL: between 50 and 60 um
  • Antenna cell count: 0
  • Drt initial violations: ~68
  • Vias: 1143
  • Top Metal Used: met4
  • Post-DRT Antenna Nets: 0
  • First-pass detailed-route iteration total: 4
  • Vias per cell: 3.78

Final layout
  • MI comb area: just over 800 um2
  • Layout cells sized above 1: 15.1%
  • Area Growth Syn to Fin: 18.2%
  • Fillers: 1123
  • Reg area: 801 um2

Worst hold path
  • Worst hold path depth: 1
  • HP Start: clky.counter[30]$_DFF_PP0_
  • Min-delay worst type: reg2reg
  • Hold Path End: clky.counter[30]$_DFF_PP0_

Final timing
  • Slew Viols, Final: 0
  • Worst clock skew: roughly 0.0057 ns
  • Slew @ Worst Pin: 0.715 ns
  • Endpoints left unconstrained: 2
  • Tmin final: 2.04 ns
  • Count of unclocked register or latch pins: 1
  • Final TNS setup: 0 ns
  • Final Hold Vio Count: 0
  • Slew HR: around half
  • Final period util: 31.9%
  • RSZ-0062 raised after global routing: no
  • Final Setup Violations: 0
  • Max Fclk: 490 MHz

Global routing
  • Largest net degree at the start of global routing: 33
  • Global Route Usage Sum: 4.44%
  • Gr ovfl total: 0
  • First-pass GRT wire length: about 5700 um
  • Initial antenna violation count: 0
  • Vias in the first global route: between 1000 and 1500

Floorplan
  • Die width: ~120 um
  • Full die area: between 15000 and 20000 um2
  • Num rows: 37
  • IO Count: 3
  • Core area: roughly 10000 um2
  • Initial Utilization: between 10% and 20%
  • Chip height: between 100 and 150 um

Place
  • RD Place Congestion: between 0.8 and 0.9
  • Buffers on Ports: 2
  • Dpl hpwl: about 2200 um

Status
  • Status: complete, no violations

Run
  • Tool warning count: 27
  • Max Cap Viol: 0

Power and ir drop
  • Switch share: between 10% and 20%
  • Switching Power: 0.0728 mW
  • Register share of total power: 53.3%
  • Pwr dens: 188 nW/um2
  • Static Leak: 0.808 nW
  • Clock network fraction of total power: between 40% and 50%
  • Max VDD drop: a little over 70 uV
  • Combinational share of power: around 1.3%
  • Internal power: just under 0.3 mW
  • Power Total: 0.368 mW
-- metal layers --
| layer | vias to the layer above | global-route usage [%] |
|---|---|---|
| met4 | 0 | 0.719 |
| met3 | 5 | 0.735 |
| li1 | 570 | - |
| met5 | - | 0 |
| met2 | 6 | 6.49 |
| met1 | 562 | 6.85 |
-- critical path, delay by kind of cell (launching register included) --
kind | cells | cell delay [ns]
xor+xnor | 1 | 0.14
fa+ha+maj | 1 | 0.28
flops | 1 | 0.48
simple gates | 3 | 1.03
-- area by class of cell --
type,instances,area share [%]
clock buffer,8,5.12
inverter,10,1.92
sequential,32,40.9
timing repair buffer,4,1.79
multi-input combinational,112,41.5
tap,136,8.70
-- kinds of logic (layout without fill, tap and decap cells) --
logic type / after synthesis / after routing / synth area share, %
xor+xnor: 27 / 27 / 15.2
simple gates: 78 / 78 / 29.8
fa+ha+maj: 3 / 3 / 2.27
buf+inv: 12 / 22 / 2.87
flops: 32 / 32 / 48.4
compound gates: 4 / 4 / 1.44
-- stage by stage --
step           std cells  setup WS (ns)  utilization [%]  hold slack, ns  area (um2)
2_1_floorplan        156           4.43                -           0.443        1650
3_3_place_gp         294           4.41             17.8           0.461        1860
3_5_place_dp         294           4.38             17.8           0.463        1860
4_1_cts              302           4.37             18.8           0.472        1960
5_1_grt              302           4.24             18.8           0.504        1960
6_report             302           4.36             18.8           0.472        1960
-- cells in the final DEF, fill, tap and decap left out, types with 3 or more instances in the layout --
| cell | Yosys | final |
|---|---|---|
| dfrtp_1 | 31 | 31 |
| xnor2_1 | 14 | 14 |
| nor2_1 | 13 | 13 |
| nand3_1 | 12 | 12 |
| nand4_1 | 11 | 11 |
| xor2_1 | 11 | 11 |
| inv_1 | 10 | 10 |
| nor4_1 | 8 | 7 |
| nand2_1 | 7 | 7 |
| clkbuf_8 | 0 | 7 |
| and3_1 | 6 | 6 |
| or4_4 | 3 | 3 |
| ha_1 | 3 | 3 |
-- worst max-delay path by stage --
stage	endpoint	start	depth (start not counted)	slack, ns
after CTS	clky.counter[20]$_DFF_PP0_	clky.counter[0]$_DFF_PP0_	5	4.37
after global routing	clky.counter[20]$_DFF_PP0_	clky.counter[0]$_DFF_PP0_	5	4.24
final	clky.counter[20]$_DFF_PP0_	clky.counter[0]$_DFF_PP0_	5	4.36
-- power groups by stage --
stage	registers (mW)	logic, mW	clock network [mW]
finish	0.196	0.00477	0.167
global route	0.196	0.00591	0.180
CTS	0.196	0.00519	0.170
-- registers in the layout (all words and copies together) (netlist names) --
register and flops:
clky.counter 31, led 1
Power figures rest on the tool's default switching activity, not on a simulated workload.

[./config.mk]
export PLATFORM = sky130hd
export DESIGN_NAME = seg7
export DESIGN_NICKNAME = seg7
export VERILOG_FILES = /design/flow/design.v
export SDC_FILE = /design/flow/constraint.sdc
export NUM_CORES = 4
export LEC_CHECK = 1
export CORE_AREA = 10 10 70 70
export DIE_AREA = 0 0 80 80
[./design.v]
`timescale 1ns / 1ps
module seg7(bcd,led,led2);
    input [4:0] bcd;
    output [7:0]led;
	 reg [7:0] led;
	 output [7:0]led2;
	 reg [7:0] led2;
		reg [3:0] bcd2;
always @(bcd)
	begin	
	if ((bcd >= 5'd10) && (bcd < 5'd20))
		begin
		led2 = 8'b10011111;
		bcd2 <= (bcd - 10);
		end 
	else if ((bcd >= 5'd20) && (bcd < 5'd30))
		begin
		led2 = 8'b00100101;
		bcd2 <= (bcd - 20);
		end 
	else if (bcd == 5'd30)
		begin
		led2 = 8'b00001101;
		bcd2 <= (bcd - 30);
		end 
	else
		begin
		led2 = 8'b00000011;
		bcd2 <= bcd;
		end
		end
		always @(bcd2)
		begin
		case (bcd2)        
			0: led = 8'b00000011;
			1: led = 8'b10011111;
			2: led = 8'b00100101;
			3: led = 8'b00001101;
			4: led = 8'b10011001;
			5: led = 8'b01001001;
			6: led = 8'b01000001;
			7: led = 8'b00011111;
			8: led = 8'b00000001;
			9: led = 8'b00001001;
			default: led = 8'b11111111;
		endcase
		end
endmodule
[./run.sh]
#!/bin/bash
# OpenROAD 26Q1-2900-gdf79404cd8, Yosys 0.63+post, stock flow scripts
make -C /OpenROAD-flow-scripts/flow DESIGN_CONFIG=/design/flow/config.mk WORK_HOME=/design/flow/orfs finish
[./constraint.sdc]
current_design seg7

set clk_period 3.0
set clk_io_pct 0.2

create_clock -name clk0 -period $clk_period

set non_clock_inputs [all_inputs -no_clocks]
set_input_delay [expr $clk_period * $clk_io_pct] -clock clk0 $non_clock_inputs
set_output_delay [expr $clk_period * $clk_io_pct] -clock clk0 [all_outputs]
==> job_summary.md <==
## Synthesis and layout report

| Metric | Value |
|---|---|
| Leakage | 0.000438 uW |
| Chip width | 80 um |
| Fin crit period | 2950 ps |
| Final wirelength | 1750 um |
| Row count | 21 |
| Die area | 6400 um^2 |
| Final WS setup | 54.6 ps |
| Crit path max fanout | 5 |
| Core ar. | 3420 um^2 |
| Synth Instances | 62 |
| Hold Crit Class | in2out |
| First-pass GRT wire length | 2890 um |
| Gpl congestion | 0.867 |
| Drt wl/cell | 11.6 um |
| Final Cycle Share | 0.982 |
| Die height | 80 um |
| DRT iter0 DRCs | 37 |
| Required @ worst endpoint | 2400 ps |
| Max-slew violation count | 0 |
| Final Hold Viols | 0 |
| Yosys stat area | 449 um^2 |
| Registers | 0 |
| ANT nets after route | 0 |
| Pre-CTS WS | -730 ps |
| Setup Crit Path Kind | in2out |
| Post-synth area hogs | ha_1, buf_4, inv_1, a21oi_1, and2_1 |
| Initial antenna violation count | 0 |
| Yosys warnings | 1 |
| Residual DRC | 0 |
| CP startpoint kind | primary input |
| Total power | 216 uW |
| Detailed Place HPWL | 1220 um |
| Status | finished clean |
| Synth top cells by count | ha_1, inv_1, a21oi_1, buf_4 |
| Area share, top type | 0.167 |
| DR vias/cell | 4.13 |
| Layout cells sized above 1 | 0.619 |
| Peak VDD IR | 0.0430 mV |
| Synth Cell Area | 449 um^2 |
| # fillers | 340 |
| Hold Buf Count CTS | 0 |
| Register share after synthesis | 0 |
| Largest net degree at the start of global routing | 13 |
| CP arrival | 2350 ps |
| Tool warnings | 35 |
| Maxcap violations | 0 |
| Area leader, netlist | ha_1 |
| Port Buffers | 18 |
| Ant diodes | 0 |
| Vias in the first global route | 663 |
| Starting density of the core | 0.132 |
| Yosys cell count | 62 |
| Clkbuf count | 0 |
| # setup viols final | 0 |
| Grt ovf | 0 |
| Area growth from synthesis to layout | 119% |
| F_max | 340 MHz |
| Worst Setup End Kind | output pin |
| DR pass1 iterations | 4 |
| Vias | 623 |
| Cell Type Count | 33 |
| Avg Synthesized Cell Area | 7.24 um^2 |
| Flop area | 0 um^2 |
| PD cells | 219 nW/um^2 |
| Top Ports | 21 |
| Tot GR Track Use | 0.0518 |
per-stage QoR:
step	instance area [um^2]	instances	utilization	setup TNS, ps	hold slack, ps
floorplan	453	63	-	0	1320
global placement	795	141	0.233	-4780	2350
detailed placement	795	141	0.233	-5050	2360
CTS	955	153	0.279	0	1920
global route	985	151	0.288	-10.4	1990
finish	985	151	0.288	0	1940
kinds of logic after synthesis:
family                     synth area share
AOI/OAI and AO/OA                     0.359
and+or+nand+nor                       0.242
buffers and inverters                 0.153
adders and majority gates             0.167
xor gates and xnor gates             0.0390
other                                0.0167
muxes                                0.0223
power by group:
part	internal [uW]	switching [uW]
registers	0	0
clock network	0	0
logic	126	89.3
final cells by class:
type,instances,area [um^2],area share
inverters,6,27.5,0.0280
repair buffers,48,378,0.384
multi-input cells,51,522,0.530
well taps,46,57.6,0.0584
worst max-delay path, cell delays in order:
cell	delay, ps
buf_6	80
inv_4	40
ha_2	160
and3b_2	210
o31a_1	330
a211o_1	310
and2_4	170
buf_4	140
a32oi_2	180
buf_2	130
cell usage in the layout, fill, tap and decap left out, types with 2 or more instances in the layout:
master / count
ha_4: 3
buf_6: 4
clkdlybuf4s50_1: 6
buf_4: 28
conb_1: 3
buf_2: 6
o211ai_1: 2
ha_1: 2
and3b_2: 2
inv_1: 3
nor2_1: 3
and2_1: 2
o221ai_2: 2
inv_4: 2
a21oi_1: 2
dlygate4sd2_1: 2
nand2_1: 2
worst paths after layout:
kind,cells after the start,startpoint,to,slack (ps)
min,6,bcd[3],led[6],1940
max,10,bcd[2],led[3],50
timing repair:
action	4_1_cts	5_1_grt
gates resized	60	12
endpoints found under the hold margin	0	0
pin swaps	13	10
buffers inserted	12	0
endpoints found under the setup margin	12	7
metal layers:
layer,track usage,share of wire
met1,0.0627,0.45
met2,0.0963,0.49
met3,0.00682,0.054
met4,0.00528,0.011
met5,0,0
No activity file was given, so power comes from the tool's default toggle rates.

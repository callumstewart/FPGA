File: flow/design.v
`timescale 1ns / 1ps
module switcher(clkDiv,led1,led2,anode,ledx);
    input clkDiv;
    input [7:0] led1;
    input [7:0] led2;
    output [3:0] anode;
    output [7:0] ledx;
	 reg [3:0] anode;
	 reg [7:0] ledx;
	 reg S;
	 initial begin
	 S = 1'b0;
	 end
	 always @(posedge clkDiv) begin
	 if(S == 0) begin
		anode <= 4'b1011;
		ledx  <= led1;
		S <= 1'b1;
	 end
	 else if(S == 1)
	 begin
	   anode <= 4'b0111;
		ledx  <= led2;
		S <= 1'b0;
	end
	end
endmodule
File: flow/run.sh
#!/bin/bash
# OpenROAD 26Q1-2900-gdf79404cd8, Yosys 0.63+post, stock flow scripts
make -C /OpenROAD-flow-scripts/flow DESIGN_CONFIG=/design/flow/config.mk WORK_HOME=/design/flow/orfs finish
File: flow/config.mk
export PLATFORM = sky130hd
export DESIGN_NAME = switcher
export DESIGN_NICKNAME = switcher
export VERILOG_FILES = /design/flow/design.v
export SDC_FILE = /design/flow/constraint.sdc
export NUM_CORES = 4
export LEC_CHECK = 1
export CORE_AREA = 10 10 70 70
export DIE_AREA = 0 0 80 80
File: flow/constraint.sdc
current_design switcher

set clk_period 1.9
set clk_io_pct 0.2

create_clock -name clk0 -period $clk_period [get_ports {clkDiv}]

set non_clock_inputs [all_inputs -no_clocks]
set_input_delay [expr $clk_period * $clk_io_pct] -clock clk0 $non_clock_inputs
set_output_delay [expr $clk_period * $clk_io_pct] -clock clk0 [all_outputs]
==> results.py <==
# Generated from Yosys and OpenROAD reports
metrics = {
    "cts": {
        "tritoncts_clock_tree": "done",
        "path_clk_slew_ns": 0.06,
        "cts_root_buffer": "sky130_fd_sc_hd__clkbuf_4",
        "post_cts_resized": 0,
        "clkSinkCount": 11,
        "clock_path_buffers": 2,
        "clk-insertion-delay-late_ns": 0.26,
        "cts_max_level": 1,
        "buffers_inserted_during_post_cts_setup_optimization": 0,
        "cts.hold.buffers_added": 0,
        "number_of_buffers_added_by_the_clock_tree_synthesis_step": 3,
    },
    "placed_design": {
        "placedInstanceArea_um2": 669,
        "gpl.final_weighted_congestion": 0.692,
        "io_buffers": 26,
    },
    "drt": {
        "routed_wl_um": 960,
        "routedWlPerCell_um": 9.80,
        "postRouteAntennaNets": 0,
        "drt_pre_antenna_iters": 2,
        "route.vias.total": 255,
        "routed_via_density": 2.60,
        "detailedRoute.firstIterationViolations": 1,
        "n_antenna_cell": 0,
        "drc_errors": 0,
    },
    "timing": {
        "fin_crit_sh_pct": 74.6,
        "final_period_minus_worst_setup_slack_ns": 1.42,
        "clock_skew_ns": 0.00238,
        "worst_slew_margin_rel_pct": 63.1,
        "final_max_slew_viol_count": 0,
        "max_freq_mhz": 705,
        "timing_hold_violations_final": 0,
        "grt_setup_unrepaired": "false",
        "fin_tns_setup_ns": 0,
        "tightest_slew_ns": 0.553,
        "final-setup-viol-count": 0,
    },
    "power": {
        "p_total_mw": 0.453,
        "powerDensity_mw_per_mm2": 651,
        "p_leak_nw": 0.268,
        "max-vdd-ir-drop_mv": 0.143,
    },
    "grt": {
        "gr-total-overflow": 0,
        "grt_util_met2_pct": 5.30,
        "first_global_vias": 290,
        "grt_use_met3_pct": 0.341,
        "grt_most_used_layer": "met2",
        "grt.total_usage_pct": 2.63,
        "grt_start_max_net_pins": 11,
        "use_met1_pct": 2.43,
        "grt_antenna_before_repair": 0,
        "global_route_wire_length_before_repair_mm": 1.28,
    },
    "finish": {
        "final_common_cell": "sky130_fd_sc_hd__clkdlybuf4s50_1",
        "post-route-cell-area_um2": 696,
        "most_frequent_cells_in_the_layout": "26 x sky130_fd_sc_hd__clkdlybuf4s50_1, 11 x sky130_fd_sc_hd__dfxtp_1, 8 x sky130_fd_sc_hd__mux2_4, 3 x sky130_fd_sc_hd__clkbuf_4, 2 x sky130_fd_sc_hd__conb_1",
        "final_layout_size_suffix_gt1_share_pct": 21.2,
        "flow.area_growth_from_synthesis_pct": 86.0,
    },
    "critical_path": {
        "worstPathArrival_ns": 1.04,
        "setup.worst_path.start_class": "flip-flop",
        "worstPathBufferInverterCount": 1,
        "critical_path_required_ns": 1.52,
        "cp_slowest_cell": "sky130_fd_sc_hd__clkdlybuf4s50_1",
        "ordered_cell_list_for_the_critical_path": "clkdlybuf4s50_1",
        "worstSetupPathType": "reg2out",
        "critical_path.max_fanout": 1,
        "critical_path.endpoint_type": "primary output",
        "cp_top_family": "buffers and inverters",
        "crit_path_max_incr_delay_ns": 0.47,
    },
    "yosys": {
        "synth.yosys.chip_area_um2": 374,
        "ys_ff": 11,
        "post_synth.cell_area_avg_um2": 15.6,
        "cell_area_after_synthesis_um2": 374,
        "yosysWarnings": 1,
        "yosysCellCount": 24,
        "seq_area_frac_synth_pct": 58.9,
        "synthesis.instances": 24,
        "synth_cell_type_count": 6,
    },
    "floorplanning": {
        "die_area_mm2": 0.00640,
        "ios": 29,
        "fp.dieW_um": 80,
        "floorplanUtilization_pct": 11.0,
        "dieHeight_um": 80,
        "core_area_mm2": 0.00342,
        "row_count": 21,
    },
    "flow_run": {
        "openroad.warnings": 25,
        "maxCapViolCount": 0,
    },
    "status": {
        "run_status": "finished clean",
    },
    "worst_hold_path": {
        "min_path_type": "reg2reg",
    },
}
## state kept, by name, indices dropped and copies added, names as in the netlist
name and cells:
S 1, anode 2, ledx 8
## area by class of cell
class                           instances  area, µm²
Fill cell                             388       2720
Multi-Input combinational cell         10        128
Timing Repair Buffer                   26        260
Clock buffer                            4       26.3
Tap cell                               46       57.6
Inverter                                1       3.75
Sequential cell                        11        220
## final timing paths
path / start / to / slack [ns] / depth (start not counted)
max reg2reg: S$_DFF_P_ / ledx[2]$_DFF_P_ / 0.78 / 1
max: ledx[0]$_DFF_P_ / ledx[0] / 0.48 / 1
min: S$_DFF_P_ / anode[2]$_DFF_P_ / 0.62 / 0
min reg2reg: S$_DFF_P_ / anode[2]$_DFF_P_ / 0.62 / 0
## per-layer routing
layer	share of wire, %	up-vias	wire length (µm)
li1	-	129	-
met1	39	109	371
met2	55	15	524
met3	3.9	2	37
met4	2.8	0	27
met5	0	-	0
## power breakdown
| part | leakage, nW | switching, mW | internal (mW) |
|---|---|---|---|
| clock network | 0.0150 | 0.0689 | 0.0810 |
| logic | 0.161 | 0.00782 | 0.0533 |
| registers | 0.0917 | 0.00227 | 0.240 |
| total | 0.268 | 0.0790 | 0.374 |
## per-stage QoR
step                      util [%]  hold slack [ns]  setup slack (ns)  instances
after global routing          20.4            0.685             0.410         98
after detailed placement      19.6            0.647             0.731         94
after CTS                     20.4            0.656             0.447         98
final                         20.4            0.619             0.482         98
after floorplan                  -            0.351              1.02         25
after global placement        19.6            0.642             0.737         94
## cell usage after synthesis (all sizes together)
cell type   n  area (µm²)
dfxtp      11         220
mux2        8         120
buf         3        26.3
conb        1        3.75
inv         1        3.75
## cells by family after synthesis
logic type | Yosys count | synth area share (%)
muxes | 8 | 32.1
other | 1 | 1.00
DFF | 11 | 58.9
buffers and inverters | 4 | 8.02
Power figures rest on the tool's default switching activity, not on a simulated workload.
